File: design/flow/run.sh
#!/bin/bash
# OpenROAD 26Q1-2900-gdf79404cd8, Yosys 0.63+post, stock flow scripts
make -C /OpenROAD-flow-scripts/flow DESIGN_CONFIG=/design/flow/config.mk WORK_HOME=/design/flow/orfs finish
File: design/flow/design.v
`timescale 1ns / 1ps
(* USE_DSP48="YES" *)module DSP48Emac(clock,reset,enable,A,B,P);
parameter Abitwidth=8;
parameter Bbitwidth=8;
parameter Pbitwidth=25;
parameter signedVectorInputs = 1;
input clock,reset,enable;
input[Abitwidth-1:0] A;
input[Bbitwidth-1:0] B;
output reg[Pbitwidth-1:0] P=0;
generate
if(signedVectorInputs == 2)begin
	wire sign;
	wire[Abitwidth-2:0] portA = A[Abitwidth-2:0];
	wire[Bbitwidth-2:0] portB = B[Bbitwidth-2:0];
	xor(sign,A[Abitwidth-1],B[Bbitwidth-1]);
	always@(posedge clock)begin
		if(reset)
			P <= 0;
		else
			if(enable)
				if(sign==0)
					P <= P + (portA*portB);
				else
					P <= P - (portA*portB);
	end
end
if(signedVectorInputs == 1)begin
	always@(posedge clock)begin
		if(reset)
			P <= 0;
		else
			if(enable)
				if(A[Abitwidth-1])
					P <= P + (A[Abitwidth-2:0]*B);
				else
					P <= P - (A[Abitwidth-2:0]*B);
	end
end
if(signedVectorInputs == 0)begin
	always@(posedge clock)begin
		if(reset)
			P <= 0;
		else
			if(enable)
				P <= P + (A*B);
	end
end
endgenerate
endmodule
`timescale 1ns / 1ps
(* USE_DSP48="YES" *)module GenericAccumulatorDSP48E(reset,C,enable,dataIn,Sum);
parameter inBitwidth=61;
parameter sumBitwidth=75;
input C;
input reset;
input enable;
input[inBitwidth-1:0] dataIn;
wire[sumBitwidth-1:0] signedInput;
output reg[sumBitwidth-1:0] Sum=0;
assign signedInput = {{sumBitwidth-inBitwidth{dataIn[inBitwidth-1]}},dataIn};
always@(posedge C,posedge reset)begin
	if(reset)begin
		Sum = 0;
	end
	else begin
		if(enable  == 1)
			Sum = Sum + signedInput;
		else
			Sum = Sum;
	end
end
endmodule
`timescale 1ns / 1ps
(* USE_DSP48="NO" *)module GenericMultiplier(multiplicand,multiplier,product);
parameter bitwidthA=8;
parameter bitwidthB=8;
parameter signedVectorInputs = 1;
localparam multWidth = bitwidthA+bitwidthB;
input[bitwidthA-1:0] multiplicand;
input[bitwidthB-1:0] multiplier;
output [multWidth-signedVectorInputs-1:0] product;
generate
if(signedVectorInputs == 2)begin
	xor(sign,multiplicand[bitwidthA-1],multiplier[bitwidthB-1]);
	wire[multWidth-3:0] productMult;
	assign productMult = multiplicand[bitwidthA-2:0]*multiplier[bitwidthB-2:0];
	assign product = (sign) ? ~(productMult)+1 : productMult;	
end
if(signedVectorInputs == 1)begin
	wire[multWidth-2:0] productMult;
	wire[bitwidthB-2:0] multiplierPosNum;
	assign multiplierPosNum=(multiplier[bitwidthB-2:0]);
	assign productMult = multiplicand*multiplierPosNum;
	assign product = (multiplier[bitwidthB-1]) ? ~(productMult)+1 : productMult;	
end
if(signedVectorInputs == 0)begin
	assign product = multiplicand*multiplier;	
end
endgenerate
endmodule
`timescale 1ns / 1ps
(* USE_DSP48="NO" *)module kernelModule(clock,reset,enable,dot,alpha,P);
localparam cutOff=0;
parameter bitwidth=26;
localparam squareBitwidth=2*bitwidth;
parameter alphaBitwidth=8;
parameter Pbitwidth=64;
input clock,reset,enable;
(* KEEP="TRUE" *)input signed[bitwidth-1:0] dot;
(* KEEP="TRUE" *)input signed[alphaBitwidth-1:0] alpha;
(* KEEP="TRUE" *)reg [squareBitwidth-1:0] dotSquare=0;
(* KEEP="TRUE" *)reg signed[Pbitwidth-1:0] Pstage1=0;
wire signed[Pbitwidth-1:0] Pstage2=0;
(* KEEP="TRUE" *)output reg signed[Pbitwidth-1:0] P=0;
	assign Pstage2=dot;
	always@(posedge clock)begin
		if(reset)begin
			dotSquare <= 0;
			Pstage1 <= 0;
			P <= 0;
		end
		else
			if(enable)begin
				dotSquare <= dot*dot;
				Pstage1 <= $signed({1'b0,dotSquare})*alpha;
				P <= $signed(P) +  $signed(Pstage1);
			end
	end
endmodule
`timescale 1ns / 1ps
module LBP_Uniform_Patterns(clock,dataIn,dataOut);
input clock;
input[7:0] dataIn;
reg[7:0] mem[0:399];
output reg[7:0] dataOut;
initial begin
	mem[0]=1;
	mem[1]=2;
	mem[2]=3;
	mem[3]=4;
	mem[4]=5;
	mem[5]=0;
	mem[6]=6;
	mem[7]=7;
	mem[8]=8;
	mem[9]=0;
	mem[10]=0;
	mem[11]=0;
	mem[12]=9;
	mem[13]=0;
	mem[14]=10;
	mem[15]=11;
	mem[16]=12;
	mem[17]=0;
	mem[18]=0;
	mem[19]=0;
	mem[20]=0;
	mem[21]=0;
	mem[22]=0;
	mem[23]=0;
	mem[24]=13;
	mem[25]=0;
	mem[26]=0;
	mem[27]=0;
	mem[28]=14;
	mem[29]=0;
	mem[30]=15;
	mem[31]=16;
	mem[32]=17;
	mem[33]=0;
	mem[34]=0;
	mem[35]=0;
	mem[36]=0;
	mem[37]=0;
	mem[38]=0;
	mem[39]=0;
	mem[40]=0;
	mem[41]=0;
	mem[42]=0;
	mem[43]=0;
	mem[44]=0;
	mem[45]=0;
	mem[46]=0;
	mem[47]=0;
	mem[48]=18;
	mem[49]=0;
	mem[50]=0;
	mem[51]=0;
	mem[52]=0;
	mem[53]=0;
	mem[54]=0;
	mem[55]=0;
	mem[56]=19;
	mem[57]=0;
	mem[58]=0;
	mem[59]=0;
	mem[60]=20;
	mem[61]=0;
	mem[62]=21;
	mem[63]=22;
	mem[64]=23;
	mem[65]=0;
	mem[66]=0;
	mem[67]=0;
	mem[68]=0;
	mem[69]=0;
	mem[70]=0;
	mem[71]=0;
	mem[72]=0;
	mem[73]=0;
	mem[74]=0;
	mem[75]=0;
	mem[76]=0;
	mem[77]=0;
	mem[78]=0;
	mem[79]=0;
	mem[80]=0;
	mem[81]=0;
	mem[82]=0;
	mem[83]=0;
	mem[84]=0;
	mem[85]=0;
	mem[86]=0;
	mem[87]=0;
	mem[88]=0;
	mem[89]=0;
	mem[90]=0;
	mem[91]=0;
	mem[92]=0;
	mem[93]=0;
	mem[94]=0;
	mem[95]=0;
	mem[96]=24;
	mem[97]=0;
	mem[98]=0;
	mem[99]=0;
	mem[100]=0;
	mem[101]=0;
	mem[102]=0;
	mem[103]=0;
	mem[104]=0;
	mem[105]=0;
	mem[106]=0;
	mem[107]=0;
	mem[108]=0;
	mem[109]=0;
	mem[110]=0;
	mem[111]=0;
	mem[112]=25;
	mem[113]=0;
	mem[114]=0;
	mem[115]=0;
	mem[116]=0;
	mem[117]=0;
	mem[118]=0;
	mem[119]=0;
	mem[120]=26;
	mem[121]=0;
	mem[122]=0;
	mem[123]=0;
	mem[124]=27;
	mem[125]=0;
	mem[126]=28;
	mem[127]=29;
	mem[128]=30;
	mem[129]=31;
	mem[130]=0;
	mem[131]=32;
	mem[132]=0;
	mem[133]=0;
	mem[134]=0;
	mem[135]=33;
	mem[136]=0;
	mem[137]=0;
	mem[138]=0;
	mem[139]=0;
	mem[140]=0;
	mem[141]=0;
	mem[142]=0;
	mem[143]=34;
	mem[144]=0;
	mem[145]=0;
	mem[146]=0;
	mem[147]=0;
	mem[148]=0;
	mem[149]=0;
	mem[150]=0;
	mem[151]=0;
	mem[152]=0;
	mem[153]=0;
	mem[154]=0;
	mem[155]=0;
	mem[156]=0;
	mem[157]=0;
	mem[158]=0;
	mem[159]=35;
	mem[160]=0;
	mem[161]=0;
	mem[162]=0;
	mem[163]=0;
	mem[164]=0;
	mem[165]=0;
	mem[166]=0;
	mem[167]=0;
	mem[168]=0;
	mem[169]=0;
	mem[170]=0;
	mem[171]=0;
	mem[172]=0;
	mem[173]=0;
	mem[174]=0;
	mem[175]=0;
	mem[176]=0;
	mem[177]=0;
	mem[178]=0;
	mem[179]=0;
	mem[180]=0;
	mem[181]=0;
	mem[182]=0;
	mem[183]=0;
	mem[184]=0;
	mem[185]=0;
	mem[186]=0;
	mem[187]=0;
	mem[188]=0;
	mem[189]=0;
	mem[190]=0;
	mem[191]=36;
	mem[192]=37;
	mem[193]=38;
	mem[194]=0;
	mem[195]=39;
	mem[196]=0;
	mem[197]=0;
	mem[198]=0;
	mem[199]=40;
	mem[200]=0;
	mem[201]=0;
	mem[202]=0;
	mem[203]=0;
	mem[204]=0;
	mem[205]=0;
	mem[206]=0;
	mem[207]=41;
	mem[208]=0;
	mem[209]=0;
	mem[210]=0;
	mem[211]=0;
	mem[212]=0;
	mem[213]=0;
	mem[214]=0;
	mem[215]=0;
	mem[216]=0;
	mem[217]=0;
	mem[218]=0;
	mem[219]=0;
	mem[220]=0;
	mem[221]=0;
	mem[222]=0;
	mem[223]=42;
	mem[224]=43;
	mem[225]=44;
	mem[226]=0;
	mem[227]=45;
	mem[228]=0;
	mem[229]=0;
	mem[230]=0;
	mem[231]=46;
	mem[232]=0;
	mem[233]=0;
	mem[234]=0;
	mem[235]=0;
	mem[236]=0;
	mem[237]=0;
	mem[238]=0;
	mem[239]=47;
	mem[240]=48;
	mem[241]=49;
	mem[242]=0;
	mem[243]=50;
	mem[244]=0;
	mem[245]=0;
	mem[246]=0;
	mem[247]=51;
	mem[248]=52;
	mem[249]=53;
	mem[250]=0;
	mem[251]=54;
	mem[252]=55;
	mem[253]=56;
	mem[254]=57;
	mem[255]=58;
end
always@(posedge clock)begin
	dataOut <= mem[dataIn];
end
endmodule
File: design/flow/constraint.sdc
current_design LBP_Uniform_Patterns

set clk_period 1.5
set clk_io_pct 0.2

create_clock -name clk0 -period $clk_period [get_ports {clock}]

set non_clock_inputs [all_inputs -no_clocks]
set_input_delay [expr $clk_period * $clk_io_pct] -clock clk0 $non_clock_inputs
set_output_delay [expr $clk_period * $clk_io_pct] -clock clk0 [all_outputs]
File: design/flow/config.mk
export PLATFORM = sky130hd
export DESIGN_NAME = LBP_Uniform_Patterns
export DESIGN_NICKNAME = LBP_Uniform_Patterns
export VERILOG_FILES = /design/flow/design.v
export SDC_FILE = /design/flow/constraint.sdc
export NUM_CORES = 4
export LEC_CHECK = 1
export CORE_AREA = 10 10 94 94
export DIE_AREA = 0 0 104 104
==> results.json <==
{
  "place_area_um2": 1510,
  "power_uw": 849,
  "cap_violations": 0,
  "leakagePower_uw": 0.000685,
  "end_kind": "flip-flop",
  "crit_required_ps": 1640,
  "h-tree-depth": 1,
  "io_buffers": 14,
  "most_common_cell": "nand2_1",
  "core_area_um2": 6830,
  "common_cells": "15 x nand2_1, 11 x a21oi_1, 11 x nor2_1",
  "yosys_warnings": 1,
  "cts_tree": "done",
  "max_flop_register": "dataOut",
  "crit_buf_inv": 2,
  "hold_depth": 4,
  "route.vias.total": 1322,
  "async_flop_share_pct": 0,
  "syn_area_um2": 1020,
  "hold_viol_final": 0,
  "setup_viol": 0,
  "hold_path_class": "in -> reg",
  "gp_congestion": 0.961,
  "yosys_cells": 145,
  "wl_mm": 3.78,
  "postLayoutCellArea_um2": 1800,
  "edf_count": 0,
  "final_cells": 288,
  "clock-root-buffer": "clkbuf_8",
  "grt.overflow.total": 0,
  "drt.antenna.violating_nets": 0,
  "drc_errors": 0,
  "wl_per_cell_um": 13.1,
  "ys_seq_share_pct": 11.8,
  "start_kind": "input port",
  "ctsHoldBuffers": 0,
  "cts.sinks": 6,
  "arrival_ps": 1600,
  "vdd_ir_drop_max_v": 0.000202,
  "grt_pass1_vias": 1245,
  "crit_type": "in -> reg",
  "path_cells": "dlygate4sd2_1 > buf_6 > nand2b_1 > a311oi_2 > o221ai_2 > a32oi_1",
  "period_minus_slack_ps": 1460,
  "pre_cts_slack_ps": -593,
  "cts_buffers": 3,
  "groute.usage.overall_pct": 6.45,
  "hpwl_mm": 2.68,
  "area_delta_synth_final_pct": 76.4,
  "setup_ws_ps": 38.3,
  "clk_pin_slew_ps": 40,
  "diodes": 0,
  "report.final.slew_viol_count": 0,
  "fmax_mhz": 684,
  "p_per_area_nw_per_um2": 472,
  "critical_path_depth": 6,
  "cpPeakStageDelay_ps": 320,
  "dieArea_um2": 10800,
  "layout_worst_path_cycle_share_pct": 97.4,
  "yosysTopAreaCell": "dfxtp_1",
  "vias_per_cell": 4.59,
  "antenna_found_initial": 0,
  "crit_fanout": 5,
  "ios": 17,
  "layout-drive-gt1-share_pct": 45.3,
  "grt_pass1_wl_mm": 6.07,
  "drt-initial-drc-count": 103,
  "yosys-top-cells-area": "dfxtp_1 12%, ha_1 8.6%, nand2_1 5.5%",
  "yosys.cell_types.count": 45,
  "yosys_area_um2": 1020,
  "crit_family": "AND-OR/OR-AND gates",
  "yosys.area.top_type_share_pct": 11.8,
  "postSynthAreaPerCell_um2": 7.03,
  "dr.pass1.iters": 4,
  "grt_max_degree": 17,
  "die_w_um": 104,
  "crit_path_top_delay_cell": "a311oi_2",
  "die_height_um": 104,
  "ctsLongestPathBuffers": 2,
  "fp_util_pct": 14.9,
  "largest_register_ffs": 6,
  "rows": 30,
  "syn_inst": 145,
  "dp.cells": 281,
  "ys.flop_type": "dfxtp_1",
  "reg.largest.list": "dataOut: 6 flops",
  "outcome": "complete, no violations",
  "tool_warnings": 31,
  "synth_flops": 6
}
-- routing by layer --
layer	track usage [%]	wire length [um]	vias to the layer above
met1	9.20	1890	630
li1	-	-	628
met2	9.95	1630	51
met5	0	0	-
met4	1.09	76	0
met3	1.19	179	13
-- power breakdown --
group	internal [uW]	total, uW	switching [uW]
Combinational	222	429	207
Clock	172	242	69.7
Sequential	174	178	3.94
Total	569	849	281
-- layout by cell type, fill, tap and decap left out, drive strengths merged, types with 4 or more instances in the layout --
cell type,instances
ha,7
o31ai,4
buf,44
nor2b,4
dfxtp,6
o21ai,12
inv,5
clkdlybuf4s50,7
a21oi,12
nand2,16
clkbuf,5
mux2i,4
nor3,6
nor2,11
a211oi,4
-- per-stage QoR --
stage	hold WS, ps	utilization (%)	TNS, ps
2_1_floorplan	554	-	0
3_3_place_gp	973	22.1	-3320
3_5_place_dp	971	22.1	-3330
4_1_cts	803	24.6	0
5_1_grt	668	26.3	-3.80
6_report	614	26.3	0
-- final cells by class --
cell class	instances	area (um2)
clock buffers	3	41.3
fillers	736	5030
inverters	5	18.8
multi-input cells	120	955
flip-flops and latches	6	120
well taps	96	120
repair buffers	58	544
-- logic make-up (layout without fill, tap and decap cells) --
kind of cell | after synthesis | after routing | share of synthesized area (%)
AOI/OAI and AO/OA | 54 | 54 | 36.1
xor gates and xnor gates | 1 | 1 | 0.859
adders and majority gates | 7 | 7 | 8.59
buffers and inverters | 20 | 66 | 12.8
DFF | 6 | 6 | 11.8
muxes | 4 | 4 | 3.93
other | 1 | 2 | 0.368
and+or+nand+nor | 52 | 52 | 25.6
-- repair_timing --
action / CTS / global route
gates cloned: 2 / 0
pin swaps: 6 / 10
resized: 31 / 37
setup buffers: 1 / 1
endpoints found under the setup margin: 6 / 6
-- final timing paths --
path,startpoint,to,slack [ps]
setup / recovery,dataIn[2],dataOut[2],40
hold / removal,dataIn[6],dataOut[3],610
No activity file was given, so power comes from the tool's default toggle rates.
