[design/flow/config.mk]
export PLATFORM = sky130hd
export DESIGN_NAME = SwappableWindowBuffer
export DESIGN_NICKNAME = SwappableWindowBuffer
export VERILOG_FILES = /design/flow/design.v
export SDC_FILE = /design/flow/constraint.sdc
export NUM_CORES = 4
export LEC_CHECK = 1
export CORE_UTILIZATION = 30
[design/flow/constraint.sdc]
current_design SwappableWindowBuffer

set clk_period 1.2
set clk_io_pct 0.2

create_clock -name clk0 -period $clk_period [get_ports {clock}]

set non_clock_inputs [all_inputs -no_clocks]
set_input_delay [expr $clk_period * $clk_io_pct] -clock clk0 $non_clock_inputs
set_output_delay [expr $clk_period * $clk_io_pct] -clock clk0 [all_outputs]
[design/flow/design.v]
`timescale 1ns / 1ps
(* USE_DSP48="YES" *)module DSP48Emac(clock,reset,enable,A,B,P);
parameter Abitwidth=8;
parameter Bbitwidth=8;
parameter Pbitwidth=25;
parameter signedVectorInputs = 1;
input clock,reset,enable;
input[Abitwidth-1:0] A;
input[Bbitwidth-1:0] B;
output reg[Pbitwidth-1:0] P=0;
generate
if(signedVectorInputs == 2)begin
	wire sign;
	wire[Abitwidth-2:0] portA = A[Abitwidth-2:0];
	wire[Bbitwidth-2:0] portB = B[Bbitwidth-2:0];
	xor(sign,A[Abitwidth-1],B[Bbitwidth-1]);
	always@(posedge clock)begin
		if(reset)
			P <= 0;
		else
			if(enable)
				if(sign==0)
					P <= P + (portA*portB);
				else
					P <= P - (portA*portB);
	end
end
if(signedVectorInputs == 1)begin
	always@(posedge clock)begin
		if(reset)
			P <= 0;
		else
			if(enable)
				if(A[Abitwidth-1])
					P <= P + (A[Abitwidth-2:0]*B);
				else
					P <= P - (A[Abitwidth-2:0]*B);
	end
end
if(signedVectorInputs == 0)begin
	always@(posedge clock)begin
		if(reset)
			P <= 0;
		else
			if(enable)
				P <= P + (A*B);
	end
end
endgenerate
endmodule
`timescale 1ns / 1ps
(* USE_DSP48="YES" *)module GenericAccumulatorDSP48E(reset,C,enable,dataIn,Sum);
parameter inBitwidth=61;
parameter sumBitwidth=75;
input C;
input reset;
input enable;
input[inBitwidth-1:0] dataIn;
wire[sumBitwidth-1:0] signedInput;
output reg[sumBitwidth-1:0] Sum=0;
assign signedInput = {{sumBitwidth-inBitwidth{dataIn[inBitwidth-1]}},dataIn};
always@(posedge C,posedge reset)begin
	if(reset)begin
		Sum = 0;
	end
	else begin
		if(enable  == 1)
			Sum = Sum + signedInput;
		else
			Sum = Sum;
	end
end
endmodule
`timescale 1ns / 1ps
(* USE_DSP48="NO" *)module GenericMultiplier(multiplicand,multiplier,product);
parameter bitwidthA=8;
parameter bitwidthB=8;
parameter signedVectorInputs = 1;
localparam multWidth = bitwidthA+bitwidthB;
input[bitwidthA-1:0] multiplicand;
input[bitwidthB-1:0] multiplier;
output [multWidth-signedVectorInputs-1:0] product;
generate
if(signedVectorInputs == 2)begin
	xor(sign,multiplicand[bitwidthA-1],multiplier[bitwidthB-1]);
	wire[multWidth-3:0] productMult;
	assign productMult = multiplicand[bitwidthA-2:0]*multiplier[bitwidthB-2:0];
	assign product = (sign) ? ~(productMult)+1 : productMult;	
end
if(signedVectorInputs == 1)begin
	wire[multWidth-2:0] productMult;
	wire[bitwidthB-2:0] multiplierPosNum;
	assign multiplierPosNum=(multiplier[bitwidthB-2:0]);
	assign productMult = multiplicand*multiplierPosNum;
	assign product = (multiplier[bitwidthB-1]) ? ~(productMult)+1 : productMult;	
end
if(signedVectorInputs == 0)begin
	assign product = multiplicand*multiplier;	
end
endgenerate
endmodule
`timescale 1ns / 1ps
(* USE_DSP48="NO" *)module kernelModule(clock,reset,enable,dot,alpha,P);
localparam cutOff=0;
parameter bitwidth=26;
localparam squareBitwidth=2*bitwidth;
parameter alphaBitwidth=8;
parameter Pbitwidth=64;
input clock,reset,enable;
(* KEEP="TRUE" *)input signed[bitwidth-1:0] dot;
(* KEEP="TRUE" *)input signed[alphaBitwidth-1:0] alpha;
(* KEEP="TRUE" *)reg [squareBitwidth-1:0] dotSquare=0;
(* KEEP="TRUE" *)reg signed[Pbitwidth-1:0] Pstage1=0;
wire signed[Pbitwidth-1:0] Pstage2=0;
(* KEEP="TRUE" *)output reg signed[Pbitwidth-1:0] P=0;
	assign Pstage2=dot;
	always@(posedge clock)begin
		if(reset)begin
			dotSquare <= 0;
			Pstage1 <= 0;
			P <= 0;
		end
		else
			if(enable)begin
				dotSquare <= dot*dot;
				Pstage1 <= $signed({1'b0,dotSquare})*alpha;
				P <= $signed(P) +  $signed(Pstage1);
			end
	end
endmodule
`timescale 1ns / 1ps
module RegisterEn(clk,enable,reset,dataIn,dataOut);
parameter n=8;
input clk,reset,enable;
input[n-1:0] dataIn;
output reg[n-1:0] dataOut = 0;
always@(posedge clk,posedge reset)begin
	if(reset)
		dataOut <= 0;
	else
		if(enable)
			dataOut <= dataIn;
		else
			dataOut <= dataOut;
end
endmodule
`timescale 1ns / 1ps
module SwappableWindowBuffer(clock,reset,enable,dataIn,dataOut);
parameter maxRow=35;
parameter maxCol=20;
parameter numOfOutputs=7;
parameter bitwidth=8;
localparam numOfBlocks = maxRow/numOfOutputs;
input clock,reset,enable;
input[bitwidth-1:0] dataIn;
output[numOfOutputs*bitwidth-1:0] dataOut;
wire[bitwidth-1:0] data[0:maxRow*maxCol];
generate
genvar row,col;
assign data[0] = dataIn;
for(row=0;row<maxRow;row=row+1)begin: rowWise
	for(col=0;col<maxCol;col=col+1)begin: columnWise
		RegisterEn #(bitwidth) winReg(
			.clk(clock),
			.reset(reset),
			.enable(enable),
			.dataIn(data[row*maxCol+col]),
			.dataOut(data[row*maxCol+col+1])
		);
	end
end
for(row=0;row<numOfOutputs;row=row+1)begin: outputAssignment
	assign dataOut[row*bitwidth+bitwidth-1:row*bitwidth]=data[(numOfBlocks*maxCol)*(numOfOutputs-row)];
end
endgenerate
endmodule
[design/flow/run.sh]
#!/bin/bash
# OpenROAD 26Q1-2900-gdf79404cd8, Yosys 0.63+post, stock flow scripts
make -C /OpenROAD-flow-scripts/flow DESIGN_CONFIG=/design/flow/config.mk WORK_HOME=/design/flow/orfs finish
==> changes_impl.md <==
### Metrics

- Status: finished with violations
- Violated checks: setup timing
- Worst-path fanout max: 3
- Synth-to-Final Area Change: 17.17%
- Seq share, synth: 0.6702
- Simple-Gate Area Share: 0
- Yosys warning total: 2
- Hold Path Class: in -> async
- Antenna viol nets, final: 0
- H-tree levels: 6
- Ao+oa area frac: 0
- DRC: 0
- Sink Count: 5600
- Final Hold Vio Count: 0
- Clk slew on worst S/H paths: 0.06 ns
- Post-DP HPWL: 160900 µm
- CP endpoint kind: output port
- Kind of critical path: reg -> out
- MaxCap Viol Count: 0
- Top cells by area: dfrtp_1 (67%), mux2_2 (30%), buf_6 (2.4%), buf_2 (0.43%), inv_1 (0.0018%)
- Chip height: 836.8 µm
- Total gr overflow: 0
- Pre-Repair DR Iteration Count: 4
- First-pass GRT wire length: 496400 µm
- Biggest regs: rowWise.columnWise.winReg.dataOut: 5600 flops
- Origin of the worst setup path: rowWise[14].columnWise[19].winReg.dataOut[6]$_DFFE_PP0P_
- Buf/Inv on CP: 1
- Most frequent logic cell in the layout: mux2_2
- Top cell type's share of synthesized area: 0.6702
- DR vias/cell: 4.232
- GRT Total Usage: 0.08330
- Cell type with the largest total area: dfrtp_1
- WL final: 278000 µm
- Leak: 124.0 nW
- WL/cell: 12.46 µm
- CP Data Required Time: 0.96 ns
- Fmax: 0.5410 GHz
- Tool warnings: 30
- Slew @ Worst Pin: 0.4869 ns
- Placement row count: 306
- Initial antenna violation count: 3
- # Cells Yosys: 11820
- Slew Viols, Final: 0
- Max clock buf depth: 4
- Initial Util: 0.3011
- Post-Syn Area: 209100 µm²
- Cts bufs inserted: 596
- Fin crit share: 1.540
- Flop2flop setup slack: 0.15 ns
- Post-layout min period: 1.848 ns
- IO Pins: 67
- Area after DPL: 224300 µm²
- Power per Cell Area: 1592 nW/µm²
- Gpl congestion: 0.7109
- Top non-seq family: multiplexers
- Die X: 836.8 µm
- Pin count of the biggest net entering global routing: 93
- Synthesized instance count: 11820
- Port bufs: 66
- Sum Neg Setup Slack: -32.20 ns
- Reg-to-reg critical path startpoint: rowWise[19].columnWise[19].winReg.dataOut[1]$_DFFE_PP0P_
- Fraction of the mapped netlist area in adder cells: 0
- Max rail drop VDD: 1.362 mV
- Avg Cell Area, Syn: 17.68 µm²
- Chip Area, Yosys: 209100 µm²
- Die area: 700300 µm²
- Root Buffer: clkbuf_16
- Critical path destination: dataOut[38]
- CTS tree: built
- Max incr delay on CP: 0.42 ns
- Distinct lib cells: 5
- WP depth: 1
- Crit path launch type: register
- Reg-to-Reg End: rowWise[19].columnWise[19].winReg.dataOut[1]$_DFFE_PP0P_
- Max-slew headroom: 0.6754
- Core Area: 694500 µm²
- Crit-path cells: buf_6
- Crit path max-delay cell type: dfrtp_1
- # setup viols final: 56
- Family with the most delay on the worst path: flip-flops
- Largest reg by FF count: rowWise.columnWise.winReg.dataOut
- Synth Area in XOR/XNOR: 0
- Arrival @ worst endpoint: 1.61 ns
- Clk_skew: 0.09481 ns
- Routed vias: 94420
- Vias in the first global route: 101500
- Most frequent cells in the layout: mux2_2 (5600), dfrtp_1 (5594), clkbuf_16 (620)
- Latency at later pin: 1.05 ns
- RSZ-0062 raised after global routing: true
- Max reg flops: 5600
- Final Worst Setup Slack: -0.6483 ns
- Fraction of layout cells with a size suffix above 1: 0.5595
- Layout Cell Area excl Fill: 245000 µm²
- Ys flops: 5600
- Iter 0 DRT Violations: 3528
- Reg2reg path depth: 3
- Final hold slack: 0.06971 ns
- Synth mux share: 0.3016
per-stage QoR:
step | power, mW | std cells | setup slack (ns) | util
detailed placement | 213.8 | 21180 | -0.5955 | 0.3229
finish | 390.0 | 22310 | -0.6483 | 0.3528
global placement | 213.5 | 21180 | -0.6260 | 0.3229
floorplan | 207.7 | 11820 | -77.16 | -
global route | 407.2 | 22310 | -0.7845 | 0.3528
CTS | 397.9 | 22280 | -0.8060 | 0.3516
power breakdown:
group	internal (mW)	switching (mW)	total, mW	leakage (nW)
Sequential	192	1.48	194	77.9
Clock	106	73.5	180	9.67
Combinational	8.08	8.51	16.6	36.5
cell type report:
class                      instances  area [µm²]
clock inverter                   187        2315
multi-input combinational       5600       63060
sequential                      5600      140100
fill                           64500      449500
timing repair buffer             805       10530
inverter                           1       7.507
tap                             9240       11560
clock buffer                     874       17380
antenna                            1       2.502
metal layers:
layer  global-route usage  vias up  part of all wire
met1               0.1276    49320              0.47
met2               0.1279      793              0.47
li1                     -    43740                 -
met5                    0        -                 0
met3              0.01573      572             0.038
met4              0.01948        0             0.025
Yosys cell counts:
cell type and number:
mux2_2 5600, buf_6 444, buf_2 178, dfrtp_1 5600, inv_1 1
tightest hold or removal path, cell delays in order:
cell and delay (ns):
clkdlybuf4s50_1 0.45, buf_12 0.15, clkinvlp_4 0.14, buf_12 0.19, buf_12 0.22
what timing repair did:
item | CTS | global route
gates cloned | 0 | 17
hold buffers | 10 | 1
resized | 233 | 45
setup endpoints to repair | 56 | 3472
endpoints found under the hold margin | 382 | 1
setup buffers | 30 | 14
logic make-up (layout without fill, tap and decap cells):
| group | count (synthesis) | count (layout) |
|---|---|---|
| multiplexers | 5600 | 5600 |
| flip-flops | 5600 | 5600 |
| buffers and inverters | 623 | 1867 |
| other | 0 | 1 |
how the worst min path moves through the flow:
stage,from,end,slack [ns],depth (start not counted)
5_1_grt,reset,rowWise[6].columnWise[1].winReg.dataOut[5]$_DFFE_PP0P_,0.04,5
4_1_cts,reset,rowWise[6].columnWise[0].winReg.dataOut[5]$_DFFE_PP0P_,0.001,5
6_report,reset,rowWise[6].columnWise[0].winReg.dataOut[5]$_DFFE_PP0P_,0.07,5
No activity file was given, so power comes from the tool's default toggle rates.
